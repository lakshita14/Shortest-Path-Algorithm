===== config.mk =====
export PLATFORM = sky130hd
export DESIGN_NAME = SPA_FPGA
export DESIGN_NICKNAME = SPA_FPGA
export VERILOG_FILES = /design/flow/design.v
export SDC_FILE = /design/flow/constraint.sdc
export NUM_CORES = 4
export LEC_CHECK = 1
export CORE_UTILIZATION = 40

===== constraint.sdc =====
current_design SPA_FPGA

set clk_period 24.7
set clk_io_pct 0.2

create_clock -name clk0 -period $clk_period [get_ports {clock}]

set non_clock_inputs [all_inputs -no_clocks]
set_input_delay [expr $clk_period * $clk_io_pct] -clock clk0 $non_clock_inputs
set_output_delay [expr $clk_period * $clk_io_pct] -clock clk0 [all_outputs]

===== design.v =====
`timescale 1ns / 1ps
 module SPA_FPGA(
 input in0 , in1 , in2 , in3,
 input reset , run_source , run_dest , run_cost , clock,
 output out0 , out1 , out2 , out3
 );
 wire [3:0] in , out;
  assign in = {in3 , in2 , in1 , in0};
  SPA F(in ,  reset, run_source , run_dest , run_cost , clock , out); 
  assign out0 = out[0]; 
  assign out1 = out[1];
  assign out2 = out[2];
  assign out3 = out[3];
   endmodule  
   module SPA(
   input [3:0] in , 
   input reset , run_source , run_dest , run_cost, clock ,
   output reg [3:0] out
   );    
   parameter VERTICES = 3;
   parameter EDGES = 3;
   reg [4:0] D[VERTICES :0][VERTICES-1 :0][VERTICES-1 : 0];   
   reg [4:0] E[EDGES-1 :0][2 : 0];    
  reg [4:0]  i,j,k,x ;    
   parameter S0 = 5'b00000,
          S1 = 5'b00001,
          S2 = 5'b00010,
          S3 = 5'b00011,
          S4 = 5'b00100,
          S5 = 5'b00101,
          S6 = 5'b00110,
          S7 = 5'b00111,
          S8 = 5'b01000,
          S9 = 5'b01001,
          S10 = 5'b01010,
          S11 = 5'b01011,
          S12 = 5'b01100,
          S13 = 5'b01101,
          S14 = 5'b01110,
          S15 = 5'b01111,
          S16 = 5'b10000,
          S17 = 5'b10001,
          S18 = 5'b10010,
          S19 = 5'b10011,
          S20 = 5'b10100;
   reg [4:0]  next_state, state;
  reg [4:0] source , dest;    
   always @(posedge clock)
   begin
        if(reset)
             state <= S0;
         else
             state <= next_state;
         if(run_source)
             source <= {1'b0 , in} - 5'b00001;
         if(run_dest)
             dest <= {1'b0 , in} - 5'b00001;
   end
 always @(posedge clock)
 begin
        case(state)
        S0 : begin 
                    i = 0; j = 0; k = 0; x = 0; out = 0; 
             end
        S1 : begin 
                   E[x][0] = {1'b0 , in} - 5'b00001; out = 0;
             end
        S2 : begin
                  out = 0;
             end
        S3 : begin 
                    E[x][1] =  {1'b0 , in} - 5'b00001; out = 0;
                end    
        S4 : begin 
                    out = 0;
                end  
        S5 : begin
                    E[x][2] = {1'b0 , in}; out = 0;
                end
        S6 : begin x = x+1; out = 0; end
        S7 : out = 0;
        S8 : begin
                  out = 0;
                if(i == j)
                  D[0][i][j] = 0;
                else
                 D[0][i][j] = 31;
              end
        S9 : begin
                out = 0; j = j +1;
                end
        S10 : begin i = i+1; j = 0; out = 0; end
        S11 : begin
                  i = 0; j = 0; k = 0; x = 0; out = 0;
                  end
        S12 : begin D[0][E[x][0]][E[x][1]] = E[x][2]; out = 0; end
        S13 :begin  x = x + 1; out = 0; end
        S14 : k = 1;
        S15 :  begin
                     if(D[k-1][i][k-1] == 31)  
                            D[k][i][j] = D[k-1][i][j];
                     else if(D[k-1][k-1][j] == 31)  
                            D[k][i][j] = D[k-1][i][j];
                     else if(D[k-1][i][j] > D[k-1][i][k-1] + D[k-1][k-1][j])
                            D[k][i][j] = D[k-1][i][k-1] + D[k-1][k-1][j];
                     else
                            D[k][i][j] = D[k-1][i][j];
                   end
          S16 : j = j + 1;
          S17 : begin j = 0; i = i + 1;end
          S18 :begin j = 0; i = 0; k = k + 1;end
          S19 : begin i = 0; j = 0; k = 0; x = 0; end
          S20 : out = D[VERTICES][source][dest];
        endcase
 end
 always @(*)
 begin
 if(state == S0)
        begin
                if(run_source)
                   next_state <= S1;
                else
                    next_state <= S0;
        end
 else if(state == S1)
        begin
                      next_state <= S2;
        end
 else if(state == S2)
        begin
                if(run_dest)
                      next_state <= S3;
                      else
                      next_state <= S2;
        end
 else if(state == S3)
        begin
                       next_state <= S4;       
        end
 else if(state == S4)
        begin
            if(run_cost)
            next_state <= S5;
            else 
            next_state <= S4;
        end
 else if(state == S5)
        begin
        if(run_cost == 1)
         next_state <= S5;
            else if(x == EDGES - 1)
               next_state <= S8;
            else
              next_state <= S6;
        end
 else if(state == S6)
        begin
           next_state <= S7;
        end
 else if(state == S7)
        begin
        if(run_source)
          next_state <= S1;
          else
          next_state <= S7;
        end
  else if(state == S8)
        begin
            if(j != VERTICES -1 )
             next_state <= S9;
             else if(i != VERTICES - 1)
             next_state <= S10;
             else
             next_state <= S11;
        end
  else if(state == S9 || state == S10)
             next_state <= S8;
  else if(state == S11)
             next_state <= S12;
  else if(state == S12)
            begin
             if( x != EDGES - 1)
              next_state <= S13;
              else
               next_state <= S14;
            end   
  else if(state == S13)
            begin
            next_state <= S12;
            end
  else if(state == S14)
            next_state <= S15;
   else if(state == S15)
            begin
             if( j != VERTICES -1)
             next_state <= S16;
             else if(i != VERTICES - 1)
             next_state <= S17;
             else if(k != VERTICES)
             next_state <= S18;
             else
             next_state <= S19;
            end
  else if(state == S16 || state == S17 || state == S18)
            next_state <= S15;
  else if(state == S19)
            begin
                if(run_cost)
                next_state <= S20;
                else
                next_state <= S19;
            end
  else
      next_state <= S19;
 end
   endmodule

===== run.sh =====
#!/bin/bash
# OpenROAD 26Q1-2900-gdf79404cd8, Yosys 0.63+post, stock flow scripts
make -C /OpenROAD-flow-scripts/flow DESIGN_CONFIG=/design/flow/config.mk WORK_HOME=/design/flow/orfs finish

==> impl_results.rst <==
Implementation results
======================

.. list-table::
   :header-rows: 1

   * - Metric
     - Value
   * - Top achievable clock speed
     - 0.0885 GHz
   * - Area reported by Yosys stat
     - 0.0263 mm2
   * - H-Tree Level Count
     - 1
   * - Standard-cell rows
     - 93
   * - Detailed-placement wirelength estimate
     - 103,000 um
   * - Global-route wire length before repair
     - slightly below 200,000 um
   * - TritonCTS buffer count
     - 30
   * - Gate Area
     - 0.0169 mm2
   * - Root buf cell
     - sky130_fd_sc_hd__clkbuf_16
   * - Worst slack, placed
     - 13.82 ns
   * - Max-capacitance violation count
     - 0
   * - Total setup buffers inserted after CTS
     - 0
   * - Number of unique standard cell types used by synthesis
     - 97
   * - Worst path required time
     - 24.98 ns
   * - Post-layout minimum cycle time
     - 11.30 ns
   * - Startpoint class of the critical path
     - flip-flop
   * - Routability congestion estimate from global placement
     - 1.16
   * - Crit-path most repeated cell
     - sky130_fd_sc_hd__ha_1
   * - IO Count
     - 13
   * - Area growth, synth to finish
     - 9.75%
   * - Aggregate global routing overflow
     - 0
   * - Slowest library cell on the worst path
     - sky130_fd_sc_hd__o31ai_1
   * - Stage delay of the slowest cell on the critical path
     - 0.95 ns
   * - Post-detailed-route via-to-cell ratio
     - 7.22
   * - Top flip-flop cell by instance count after synthesis
     - sky130_fd_sc_hd__edfxtp_1
   * - Post-CTS clock slew at the launch and capture registers of the worst setup and hold paths
     - approximately 0.060 ns
   * - Number of logged tool warnings
     - between 40 and 50
   * - Setup WS post-layout
     - about 13 ns
   * - Synthesis Warnings
     - 3
   * - Leading cell types in the layout, fill and taps excluded
     - sky130_fd_sc_hd__edfxtp_1, sky130_fd_sc_hd__nand2_1, sky130_fd_sc_hd__mux2i_1, sky130_fd_sc_hd__a21oi_1, sky130_fd_sc_hd__nor2_1
   * - Sink count of the clock tree
     - 280
   * - Clock tree from TritonCTS
     - yes
   * - Post-Syn Instances
     - 2,923
   * - Result of the run
     - completed
   * - Clock network latency to the later pin of the worst-skew pair
     - 0.61 ns
   * - Post-detailed-route count of antenna-violating nets
     - 0
   * - Port Buf Inserts
     - 12
   * - Die extent in y
     - 259 um
   * - Setup Crit Path Kind
     - reg2reg
   * - Tightest Pin Transition
     - 1.48 ns
   * - Final Hold Fails
     - 0
   * - Remaining DRCs
     - 0
   * - Full die area
     - 0.0669 mm2
   * - FFs w/ async S/R, synth
     - 0%
   * - Sequential Area
     - 0.00820 mm2
   * - Final Setup Violations
     - 0
   * - Number of global-route vias before repair
     - 25,854
   * - Final cycle utilization of the critical path
     - a little under half
   * - Total negative setup slack
     - 0 ns
   * - Number of fill cells in the layout
     - between 6,000 and 7,000
   * - Path category of the worst min-delay check
     - reg2reg
   * - Largest buffer count on any clock path
     - 3
   * - Average routed wire per standard cell
     - 37.4 um
   * - Part of the Yosys area used for sequential elements
     - a little under a third
   * - Fp util
     - 40.7%
   * - Cts hold-fix bufs
     - 0
   * - Initial antenna violation count
     - 12
   * - Fraction of layout instances using a drive strength above 1
     - between 10% and 20%
   * - Std-Cell Core Area
     - 0.0648 mm2
   * - Worst clock skew
     - 0.0302 ns
   * - Most common cell after layout, fill and taps aside
     - sky130_fd_sc_hd__edfxtp_1
   * - Starting DRT DRC Count
     - 3,588
   * - Post-Route WL
     - between 100,000 and 150,000 um
   * - Mean post-synth cell area
     - 9.01 um2
   * - Post-cts resize count
     - 0
   * - Synthesized registers
     - 280
   * - Total routing usage reported by global routing
     - 43.5%
   * - Type of destination of the critical path
     - flip-flop
   * - Maximum net fanout on the critical path
     - 37
   * - DR pass1 iterations
     - 9
   * - Pin count of the biggest net entering global routing
     - 78
   * - Number of enable-type register cells in the synthesized netlist
     - 259
   * - Number of max-slew violations in the final report
     - 0
   * - Width of the die
     - 259 um
   * - Via Count
     - 27,132
   * - Setup repair after global routing missed its margin
     - no
   * - Arrival time of the worst setup path
     - 11.57 ns
   * - Number of standard cells reported by yosys
     - 2,923
   * - Netlist Area Pre-Place
     - 0.0263 mm2
   * - Max_slew headroom
     - 0.890%
-- layout make-up --
| type | instances | share of cell area, % |
|---|---|---|
| Clock buffer | 44 | 3.25 |
| Sequential cell | 280 | 28.4 |
| Multi-Input combinational cell | 2295 | 58.6 |
| Timing Repair Buffer | 159 | 4.23 |
| Tap cell | 855 | 3.70 |
| Inverter | 106 | 1.38 |
| Antenna cell | 9 | 0.0779 |
| Clock inverter | 12 | 0.441 |
-- layer usage --
layer | global-route usage, % | up-vias | wire length [um]
li1 | - | 11309 | -
met3 | 27.6 | 567 | 25100
met5 | 4.56 | - | 586
met1 | 55.2 | 12997 | 50100
met2 | 57.9 | 2238 | 55500
met4 | 20.6 | 21 | 9130
-- kinds of logic after synthesis --
group	Yosys count	synth area share (%)
compound gates	902	24.3
simple gates	858	16.2
buf+inv	348	5.22
mux	287	11.8
flops	280	31.1
fa+ha+maj	124	6.63
xor+xnor	123	4.72
other cells	1	0.0142
-- cells in the mapped netlist, drive strengths merged, types with 54 or more instances --
cell type,instances,area share [%]
nor3,83,1.6
a21oi,163,3.1
xnor2,78,2.8
nor2,158,2.3
ha,98,4.7
mux2i,231,8.8
nand3,129,2.5
buf,62,1.1
o21ai,150,2.8
edfxtp,259,30
a22oi,54,1.5
o211ai,111,3.2
nand2,234,3.3
inv,106,1.5
clkbuf,180,2.6
-- flip-flops by register name (all words and copies together) (netlist names), 5 cells and up --
register  count
F.E          45
F.state      21
F.dest        5
F.i           5
F.j           5
F.source      5
F.x           5
F.D         180
F.k           5
-- critical path, delay by kind of cell (launching register included) --
family / cells / cell delay, ns
adder cells (fa/ha/maj): 7 / 2.51
buffers and inverters: 5 / 1.80
XOR/XNOR: 4 / 0.68
multiplexers: 1 / 0.36
AND/OR/NAND/NOR: 8 / 2.07
flip-flops: 1 / 0.70
AND-OR/OR-AND: 8 / 2.76
-- through the flow --
step | area (um2) | hold WS, ns | util, % | cells
finish | 28900 | 0.470 | 44.6 | 3760
global route | 28900 | 0.504 | 44.6 | 3755
CTS | 28900 | 0.476 | 44.6 | 3751
detailed placement | 27800 | 0.463 | 42.9 | 3695
global placement | 27800 | 0.465 | 42.9 | 3695
floorplan | 26300 | 0.436 | - | 2923
-- worst paths after layout --
kind	from	endpoint	slack [ns]	cells past startpoint
setup / recovery	F.k[0]$_DFFE_PP_	F.D[6][3]$_DFFE_PP_	13.40	33
hold reg to reg	F.state[15]$_DFF_P_	F.state[5]$_DFF_P_	0.47	2
setup reg to reg	F.k[0]$_DFFE_PP_	F.D[6][3]$_DFFE_PP_	13.40	33
hold / removal	F.state[15]$_DFF_P_	F.state[5]$_DFF_P_	0.47	2
